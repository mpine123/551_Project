**/design/flow/run.sh**
```bash
#!/bin/bash
# OpenROAD 26Q1-2900-gdf79404cd8, Yosys 0.63+post, stock flow scripts
make -C /OpenROAD-flow-scripts/flow DESIGN_CONFIG=/design/flow/config.mk WORK_HOME=/design/flow/orfs finish
```
**/design/flow/config.mk**
```make
export PLATFORM = sky130hd
export DESIGN_NAME = uart_rx
export DESIGN_NICKNAME = uart_rx
export VERILOG_FILES = /design/flow/design.v
export SDC_FILE = /design/flow/constraint.sdc
export NUM_CORES = 4
export LEC_CHECK = 1
export CORE_UTILIZATION = 30
```
**/design/flow/constraint.sdc**
```tcl
current_design uart_rx

set clk_period 2.5
set clk_io_pct 0.2

create_clock -name clk0 -period $clk_period [get_ports {clk}]

set non_clock_inputs [all_inputs -no_clocks]
set_input_delay [expr $clk_period * $clk_io_pct] -clock clk0 $non_clock_inputs
set_output_delay [expr $clk_period * $clk_io_pct] -clock clk0 [all_outputs]
```
**/design/flow/design.v**
```verilog
module uart_rx(clk,rst_n, rx, rx_rdy,rx_data);
input rx,clk,rst_n;
output rx_rdy;
output logic [7:0] rx_data;
typedef enum reg [1:0]{IDLE,FRONT_PORCH,RX,BACK_PORCH}state_t;
state_t state, next_state;
reg [11:0] baudCounter;
reg [2:0] cnt;
logic half_baud, full_baud, shift_reg_full, shift, clr_baud, clr_shift_reg;
always_ff @(posedge clk, negedge rst_n) begin
	if(!rst_n)begin
		state <= IDLE;
	end else begin
		state <= next_state;
	end
end
always_ff @(posedge clk, negedge rst_n) begin
	if(!rst_n )begin
		rx_data <= 8'h00;
	end 
	else if(clr_shift_reg)begin
		rx_data <= 8'h00;
	end
	else begin
		if(shift)begin
			rx_data <= {rx, rx_data[7:1]};
		end else begin
			rx_data <= rx_data;
		end
	end
end
always_ff @(posedge clk, negedge rst_n) begin
	if(!rst_n)begin
		baudCounter <= 12'h000;
	end 
	else if(clr_baud)begin
		baudCounter <= 12'h000;
	end
	else begin
		baudCounter <= baudCounter + 1;
	end
end
always_ff @(posedge clk, negedge rst_n) begin
	if(!rst_n) begin
		cnt <= 3'b000;
	end 
	else if(clr_shift_reg) begin
		cnt <= 3'b000;
	end
	else begin 
		if(shift)begin
			cnt <= cnt + 1;
		end else begin
			cnt <= cnt;	
		end
	end
end
always_comb begin
	clr_baud = 0;
	clr_shift_reg = 0;
	next_state = IDLE;
	shift=0;
	case(state)
		IDLE: begin
			if(!rx)begin
				next_state = FRONT_PORCH;
			end else begin
				clr_baud = 1;
				clr_shift_reg = 1;
			end
		end
		FRONT_PORCH: begin
			if(half_baud)begin
				next_state = RX;
				clr_baud = 1;
				clr_shift_reg = 1;
			end else begin
				clr_shift_reg = 1;
				next_state = FRONT_PORCH;
			end
		end
		RX: begin
			if(~shift_reg_full && full_baud)begin
				next_state = RX;
				clr_baud = 1;
				shift=1;
			end else if(shift_reg_full && full_baud) begin
				clr_baud = 1;
				next_state = BACK_PORCH;
				shift=1;
			end else begin
				next_state = RX;				
			end
		end
		default: begin
			if(half_baud)begin
			end else begin
				next_state = BACK_PORCH;
			end
		end
	endcase
end
assign half_baud = (baudCounter == 12'h516) ? 1 : 0; 
assign full_baud = (baudCounter == 12'hA2C) ? 1 : 0; 
assign shift_reg_full = (cnt == 3'h7) ? 1 : 0;
assign rx_rdy = ((state == BACK_PORCH) && half_baud) ? 1 : 0;
endmodule
```
==> Slide: Implementation Results <==
Run Summary

Status
  • Status: complete, no violations

Cells and area
  • Area grow syn2layout: 18.22%
  • Share of cells above drive strength 1: 10.79%
  • Filler Cells Inserted: ~400

Power and ir drop
  • Total chip power: 1.025 mW
  • PwrDens: 657.2 nW/µm²
  • Maximum vdd ir drop: 0.2701 mV
  • Static Leak: about 0.69 nW

Clock tree
  • Clk root buf: clkbuf_8
  • Num CTS Buffers: 3
  • Sink Count: 27
  • Insertion Delay late pin: between 200 and 300 ps
  • Clock Pin Slew Worst Setup and Hold Paths: 90 ps
  • H-tree level count: 1
  • CTS tree: built
  • Max Root-Sink Buffers: 2

STA
  • Final hold violation count: 0
  • Post-route clock skew: 6.521 ps
  • Max transition margin: 71.28%
  • Endpoints failing setup: 0
  • Min cycle time layout: about 2400 ps
  • RSZ-0062 raised after global routing: false
  • Final period utilization: between 90% and 100%
  • Slew Viols, Final: 0
  • Setup TNS: 0 ps
  • Worst Tran Pin Value: 430.7 ps
  • Fmax: 0.4245 GHz

Route
  • DRT antenna net count: 0
  • Drt first pass iters: 4
  • DR top layer: met4
  • Met3 WL: 117 µm
  • Drc violations: 0
  • Routed Wire Length: between 2 and 2.5 mm
  • Drt wl/cell: between 10 and 15 µm
  • Post-DR vias/cell: about 4.7
  • Vias: 893
  • Met1 Routed Length: 1.146 mm
  • Metal2 WL: ~970 µm
  • First DRT Iteration DRCs: 21
  • Number of diodes: 0

Synthesis
  • Ao+oa area frac: approximately 2.3%
  • # Cells Yosys: 123
  • XOR/XNOR Area Share: 7.306%
  • MUX share of area: under 10%
  • Syn_area_per_cell: 10.72 µm²
  • Gate Count Post-Synth: 123
  • Adder Share, Synth: about 4.7%
  • Synthesis Warnings: 1
  • Ys flops: 27
  • Comb area leader: simple AND/OR/NAND/NOR gates
  • Mapped cell area: 1319 µm²
  • Yosys Chip Area: 1319 µm²
  • Seq/Total Area, Yosys: 51.33%
  • Yosys cell types: 28
  • Simple Share, Synth: 22.77%

Die
  • CORE AREA: ~4000 µm²
  • Fp util: 32.05%
  • Die H: between 60 and 70 µm
  • I/O pin count: 12
  • Die width: 68.30 µm
  • Die area: ~4700 µm²
  • Cell row count: 23

Global routing
  • Largest net degree at the start of global routing: 28
  • Grt ovf: 0
  • First-pass GRT wire length: 3.898 mm
  • GRT Util Overall: between 10% and 20%
  • Number of global-route vias before repair: 838
  • Antenna violations before repair: 0

Critical path
  • Max stage delay on crit path: 550 ps
  • Cells along the critical path: or4b_4 -> nor4_4 -> nand2_1 -> inv_1 -> dlygate4sd2_1
  • Setup crit start kind: flip-flop
  • Worst reg2reg endpoint: baudCounter[6]
  • Crit Path Category: flip-flop to primary output
  • R2R Setup Slk: 430 ps
  • Cells on worst reg2reg path: 5
  • Crit-path slowest cell: or4b_4
  • Crit end category: primary output
  • Crit path max fanout: 2
  • Critical Path AT: 1860 ps
  • CP required: 2000 ps
  • Reg-to-reg startpoint: baudCounter[6]

Placed design
  • Port Buffers: 11
  • Routability congestion estimate: 0.9458
  • Post-DP HPWL: 1.518 mm

Min path
  • Worst hold path class: flip-flop to flip-flop
  • Min-delay src: baudCounter[0]
  • Hold EP: baudCounter[0]
  • WHS Path Cells: 1

Job
  • Tool warnings: 27
  • Max-cap violation count: 0
-- critical path, delay by kind of cell (launching register included) --
family,cells,cell delay [ps]
buffers and inverters,2,250
DFF,1,390
and+or+nand+nor,3,950
-- cell usage in the layout (no fill, tap or decap) --
cell / instances
nand3_1: 5
o22ai_1: 1
clkdlybuf4s50_1: 10
xnor2_1: 2
clkbuf_1: 1
nor2_1: 23
nand4bb_1: 1
and2_1: 2
xor2_1: 9
a221o_1: 1
nor4_1: 1
nand2_1: 11
inv_1: 7
and3_1: 1
or4b_4: 2
clkbuf_8: 3
ha_1: 5
mux2i_1: 10
a22o_1: 1
o21ai_0: 1
buf_4: 5
nand4_1: 3
or3b_2: 2
nor4_4: 2
and4_1: 2
dlygate4sd2_1: 1
dfrtp_1: 26
dfstp_2: 1
-- timing repair --
action                                  CTS  global route
gates resized                             3             0
hold buffers                              0             0
buffers inserted                          2             0
endpoints found under the setup margin    1             0
-- report_power, final --
group          switching, mW  leakage, nW  internal [mW]
combinational          0.116        0.314         0.0990
clock                  0.124       0.0228          0.114
sequential            0.0798        0.353          0.491
total                  0.321        0.690          0.704
-- flip-flops by register name, summed over array words and instances, names as in the netlist --
register / count
baudCounter: 12
cnt: 3
rx_data: 8
state: 4
-- area by class of cell --
cell class / instances / area [µm²] / share of cell area, %
clock buffer: 4 / 45.04 / 2.889
multi-input combinational: 85 / 601.8 / 38.60
inverter: 7 / 26.28 / 1.685
timing repair buffer: 16 / 146.4 / 9.390
sequential: 27 / 676.9 / 43.42
tap: 50 / 62.56 / 4.013
-- worst max-delay path by stage --
| stage | start | end | slack, ps | cells after the start |
|---|---|---|---|---|
| after CTS | baudCounter[6] | rx_rdy | 130 | 5 |
| after global routing | baudCounter[6] | rx_rdy | 30 | 5 |
| final | baudCounter[6] | rx_rdy | 140 | 5 |
-- stage by stage --
stage | util (%) | std cells | cell area (µm²) | hold WS, ps | worst slack, ps
final | 37.88 | 189 | 1559 | 487.2 | 144.4
after global routing | 37.88 | 189 | 1559 | 522.1 | 30.67
after CTS | 37.88 | 189 | 1559 | 486.1 | 125.8
after detailed placement | 36.15 | 183 | 1488 | 473.7 | 204.8
after global placement | 36.15 | 183 | 1488 | 460.4 | 217.0
after floorplan | - | 123 | 1319 | 204.4 | 651.7
-- kinds of logic after synthesis --
family,Yosys count
simple gates,55
flops,27
compound gates,4
fa+ha+maj,5
xor+xnor,11
buf+inv,11
mux,10
-- routing by layer --
| metal | track usage, % | vias to the layer above |
|---|---|---|
| met5 | 0 | - |
| met4 | 1.042 | 0 |
| met3 | 2.365 | 4 |
| met2 | 14.71 | 19 |
| met1 | 19.95 | 429 |
| li1 | - | 441 |
-- Yosys cell counts --
library cell	instances	area, µm²
nand4bb_1	1	11.26
xnor2_1	2	17.52
nand2_1	11	41.29
clkbuf_1	2	7.510
dfrtp_1	26	650.6
and2_1	2	12.51
and3_1	1	6.260
inv_1	7	26.28
and4_1	2	17.52
ha_1	5	62.56
nand3_1	5	25.02
or4b_4	1	13.76
nand4_1	3	18.77
dfstp_2	1	26.28
or4b_1	1	10.01
xor2_1	9	78.83
nor4_2	1	12.51
nor2_1	23	86.33
o22ai_1	1	6.260
or3b_2	2	17.52
a221o_1	1	10.01
a22o_1	1	8.760
buf_4	1	7.510
buf_6	1	11.26
mux2i_1	10	100.1
nor4_4	1	21.27
o21ai_0	1	5.000
nor4_1	1	6.260
Power figures rest on the tool's default switching activity, not on a simulated workload.
